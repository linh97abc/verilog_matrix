`flow/design.v`:
```
module fifo_prog #(
    parameter D_WIDTH = 31,
    parameter BUFF_WIDTH = 4
) (
    input clk,
    input reset,
    input new_prog,
    input inc_prog,
    input dec_prog,
    input write,
    input pop,
    input [D_WIDTH-1: 0] d,
    output [D_WIDTH-1: 0] q,
    output wire empty,
    output wire full
);
    reg [D_WIDTH-1: 0] data[(1 << BUFF_WIDTH) - 1: 0];
    reg [7:0] cnt [(1 << BUFF_WIDTH) - 1: 0];
    reg [BUFF_WIDTH-1:0] head, tail;
    wire [BUFF_WIDTH-1:0] head_next, tail_next;
    assign head_next = head + 1'b1,
            tail_next = tail + 1'b1;
    assign full = (head_next == tail)? 1'b1: 1'b0;
    assign empty = (head == tail)? 1'b1: 1'b0;
    assign q = data[tail];
    always @(posedge clk or posedge reset) begin
        if (reset) begin
            tail <= 1;
            head <= 0;
            data[0] <= 0;
        end else begin
            if (new_prog & ~full) begin
                head <= head_next;
                cnt[head] <= 1;
            end
            if (inc_prog && dec_prog && (head == tail)) begin
            end else begin
                if (inc_prog) begin
                    cnt[head] <= cnt[head] + 1'b1;
                end
                if (dec_prog) begin
                    cnt[tail] <= cnt[tail] - 1'b1;
                end
            end
        end
    end
endmodule
```
`flow/run.sh`:
```
#!/bin/bash
# OpenROAD 26Q1-2900-gdf79404cd8, Yosys 0.63+post, stock flow scripts
make -C /OpenROAD-flow-scripts/flow DESIGN_CONFIG=/design/flow/config.mk WORK_HOME=/design/flow/orfs finish
```
`flow/config.mk`:
```
export PLATFORM = sky130hd
export DESIGN_NAME = fifo_prog
export DESIGN_NICKNAME = fifo_prog
export VERILOG_FILES = /design/flow/design.v
export SDC_FILE = /design/flow/constraint.sdc
export NUM_CORES = 4
export LEC_CHECK = 1
export CORE_AREA = 10 10 70 70
export DIE_AREA = 0 0 80 80
```
`flow/constraint.sdc`:
```
current_design fifo_prog

set clk_period 1.1
set clk_io_pct 0.2

create_clock -name clk0 -period $clk_period [get_ports {clk}]

set non_clock_inputs [all_inputs -no_clocks]
set_input_delay [expr $clk_period * $clk_io_pct] -clock clk0 $non_clock_inputs
set_output_delay [expr $clk_period * $clk_io_pct] -clock clk0 [all_outputs]
```
==> qor.rpt <==
======================================================================================
Fin. max-slew vios                                                                   0
Via count of the routed design                                                     380
Sequential share of the synthesized area                                         18.6%
Crit share post-route                                                             148%
Total Die Area                                                                6400 um2
Clk sinks                                                                            4
DIE HEIGHT                                                                       80 um
Crit Path Max Fanout                                                                 6
Largest register FFs                                                                 4
Crit end category                                                         primary output
Run status                                                                finished with violations
Synthesis area per yosys                                                       538 um2
Min setup slack post-route                                                   -0.526 ns
Peak clock frequency supported by timing                                       615 MHz
Pre-Repair DR Iteration Count                                                        3
H-Tree Depth                                                                         1
Dominant delay contributor by cell family on the critical path              flip-flops
Registers with the most flip-flops                                             head x4
Crit path buffers/inverters                                                          1
Clock slew at reported path FFs                                                0.04 ns
Final estimated routing congestion in global placement                           0.790
First-pass GRT wire length                                                     1.73 mm
Layout cells sized above 1                                                       41.2%
Number of cells on the worst reg-to-reg path                                         6
Global-route usage over all layers                                               3.30%
Number of cells in the yosys synthesis report                                       64
Violated checks                                                           setup timing
Effective utilization at floorplan                                               15.8%
Routed wirelength normalized by instance count                                 8.75 um
Maximum clock insertion buffer count                                                 2
Slowest cell on crit path                                                 sky130_fd_sc_hd__dfrtp_1
Reg2Reg Setup Slack                                                           -0.53 ns
Pwr/cell area                                                              2430 nW/um2
DRC                                                                                  0
OpenROAD warnings                                                                   65
Maximum capacitance violations                                                       0
Startpoint class of the critical path                                             flop
Clock tree root driver cell                                               sky130_fd_sc_hd__clkbuf_4
Overall power consumption                                                    0.00182 W
Number of warning messages in the yosys log                                        468
Average cell area after synthesis                                             8.41 um2
Antenna cell count                                                                   0
Final core utilization                                                           21.9%
Leakage Power                                                                 0.369 nW
HPWL Detailed                                                                   936 um
Number of rows created at floorplan                                                 21
Routed WL                                                                      1.15 mm
CP startpoint                                                             head[0]$_DFFE_PP0P_
Met2 Usage GRT                                                                   5.14%
Port Buffers                                                                         4
Die extent in x                                                                  80 um
Sum of overflow across all layers after global routing                               0
Clock latency of the later-clocked register in the worst-skew pair             0.23 ns
Post-synthesis register bit count                                                    4
Via count of the first global-routing pass                                         426
Global routing usage on met3                                                     2.05%
Layout Area Growth over Synthesis                                                38.8%
Initial antenna violation count                                                      0
Number of placed I/O pins                                                           71
DRC marker count from the first detailed-route iteration                            11
Most flop-heavy register                                                          head
Final-report hold violation count                                                    0
Synthesized instance count                                                          64
Most utilized layer in the global route result                                    met2
Antenna viol nets, final                                                             0
Final setup violation count                                                          6
Classification of the worst setup path                                    flop to primary output
IR drop worst, VDD                                                              481 uV
Class of the most critical hold timing path                               primary input to async pin
Setup clock skew after layout                                               0.00258 ns
Worst EP required                                                              0.88 ns
Cell Area, Synth                                                               538 um2
Pin count of the biggest net entering global routing                                 7
Routed via count divided by cell count                                            2.90
Met1 Use GR                                                                      3.95%
Reg2Reg Launch Point                                                      head[0]$_DFFE_PP0P_
Worst reg2reg endpoint                                                    head[1]$_DFFE_PP0P_
Unrepaired setup endpoints after global routing                                   true
Worst endpoint data arrival time                                               1.41 ns
Floorplan core area                                                           3420 um2
Slowest Stage Delay on Critical Path                                           0.40 ns
Ordered list of cells on the worst path                                   ha_4, and2_4, a21oi_4, o22ai_2, and2_1, buf_2
Number of distinct standard cells referenced by the synthesized netlist             18
TritonCTS buffer count                                                               3
CTS tree                                                                          done
Fin crit period                                                                1.63 ns
======================================================================================
synth_stat cells:
library cell              number  share of area, %
sky130_fd_sc_hd__buf_4        31                43
sky130_fd_sc_hd__dfrtp_1       4                19
sky130_fd_sc_hd__inv_1         4               2.8
sky130_fd_sc_hd__a21oi_1       3               2.8
sky130_fd_sc_hd__ha_1          3               7.0
sky130_fd_sc_hd__nand3_1       3               2.8
sky130_fd_sc_hd__and2_1        2               2.3
sky130_fd_sc_hd__nand2_1       2               1.4
sky130_fd_sc_hd__nor2_1        2               1.4
sky130_fd_sc_hd__xnor2_1       2               3.3
sky130_fd_sc_hd__a21oi_2       1               1.6
sky130_fd_sc_hd__conb_1        1              0.70
sky130_fd_sc_hd__mux2_4        1               2.8
sky130_fd_sc_hd__mux2i_1       1               1.9
sky130_fd_sc_hd__nand4_1       1               1.2
sky130_fd_sc_hd__nor3b_1       1               1.4
sky130_fd_sc_hd__o221a_4       1               3.7
sky130_fd_sc_hd__o22ai_1       1               1.2
metrics by stage:
stage	instances	instance area, um2	TNS [ns]	hold WS [ns]	setup WS, ns
floorplan	94	656	-0.901	-0.0139	-0.439
global placement	124	603	-2.31	0.417	-0.603
detailed placement	124	603	-2.29	0.419	-0.604
CTS	131	718	-2.33	0.171	-0.555
global route	131	747	-2.75	0.201	-0.594
finish	131	747	-2.37	0.172	-0.526
layout by cell type (no fill, tap or decap), drive strengths merged:
cell type	netlist	final
xnor2	2	2
and2	2	2
mux2	1	1
mux2i	1	1
clkbuf	0	3
conb	1	31
nor2	2	2
clkdlybuf4s50	0	2
nand2	2	2
a21oi	4	4
dfrtp	4	4
nor3b	1	1
o22ai	1	1
buf	31	17
inv	4	4
ha	3	3
nand4	1	1
nand3	3	3
o221a	1	1
per-layer routing:
metal / vias up / wire (um)
met4: 0 / 0
met3: 0 / 87
met2: 21 / 554
met1: 172 / 505
met5: - / 0
li1: 187 / -
where the power goes:
part / total (W) / switching, W / internal (W)
sequential: 0.000318 / 0.0000921 / 0.000226
combinational: 0.00133 / 0.000562 / 0.000763
clock: 0.000174 / 0.0000521 / 0.000121
total: 0.00182 / 0.000706 / 0.00111
layout make-up:
| class | instances | area, um2 |
|---|---|---|
| clock buffers | 3 | 22.5 |
| fillers | 372 | 2670 |
| inverters | 4 | 22.5 |
| multi-input cells | 55 | 383 |
| flip-flops and latches | 4 | 100 |
| well taps | 46 | 57.6 |
| repair buffers | 19 | 161 |
cells by family after synthesis:
group,share of synthesized area (%)
buffers and inverters,46.0
and+or+nand+nor,10.5
AOI/OAI and AO/OA,9.30
DFF,18.6
adders and majority gates,6.98
xor gates and xnor gates,3.26
muxes,4.65
other,0.697
worst max-delay path by stage:
stage                 cells past startpoint   end  slack, ns
final                                     6  full      -0.53
after CTS                                 6  full      -0.56
after global routing                      6  full      -0.59
timing repair:
action / 4_1_cts / 5_1_grt
resized: 24 / 6
hold buffers: 0 / 0
setup endpoints to repair: 6 / 6
setup buffers: 5 / 1
pin swaps: 8 / 5
gates cloned: 0 / 0
Power and IR drop assume default switching activity.
