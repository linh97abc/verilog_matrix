$ cat ./config.mk
export PLATFORM = sky130hd
export DESIGN_NAME = fifo__
export DESIGN_NICKNAME = fifo__
export VERILOG_FILES = /design/flow/design.v
export SDC_FILE = /design/flow/constraint.sdc
export NUM_CORES = 4
export LEC_CHECK = 1
export CORE_UTILIZATION = 50
$ cat ./run.sh
#!/bin/bash
# OpenROAD 26Q1-2900-gdf79404cd8, Yosys 0.63+post, stock flow scripts
make -C /OpenROAD-flow-scripts/flow DESIGN_CONFIG=/design/flow/config.mk WORK_HOME=/design/flow/orfs finish
$ cat ./constraint.sdc
current_design fifo__

set clk_period 5.9
set clk_io_pct 0.2

create_clock -name clk0 -period $clk_period [get_ports {clk}]

set non_clock_inputs [all_inputs -no_clocks]
set_input_delay [expr $clk_period * $clk_io_pct] -clock clk0 $non_clock_inputs
set_output_delay [expr $clk_period * $clk_io_pct] -clock clk0 [all_outputs]
$ cat ./design.v
module fifo__ #(
    parameter D_WIDTH = 31,
    parameter BUFF_WIDTH = 4,
    parameter WRITE_SIGNAL = 0
) (
    input clk,
    input reset,
    input write,
    input push,
    input pop,
    input [D_WIDTH-1: 0] d,
    output [D_WIDTH-1: 0] q,
    output wire empty,
    output wire full
);
    reg [D_WIDTH-1: 0] data[(1 << BUFF_WIDTH) - 1: 0];
    reg [BUFF_WIDTH-1:0] head, tail;
    wire [BUFF_WIDTH-1:0] head_next, tail_next;
    assign head_next = head + 1'b1,
            tail_next = tail + 1'b1;
    assign full = (head_next == tail)? 1'b1: 1'b0;
    assign empty = (head == tail)? 1'b1: 1'b0;
    assign q = data[tail];
    always @(posedge clk or posedge reset) begin
        if (reset) begin
            tail <= 0;
            head <= 0;
            data[0] <= 0;
        end else begin
            if (pop & ~empty) begin
                tail <= tail_next;
            end
            if (push & ~full) begin
                data[head] <= d;
                head <= head_next;
            end
        end
    end
    generate
        if (WRITE_SIGNAL) begin
            always @(posedge clk or posedge reset) begin
                if (reset) begin
                end else begin
                    if (write & ~push) begin
                        data[head] <= d;
                    end
                end
            end
        end
    endgenerate
endmodule
==> flow_metrics.py <==
# Synthesis and PnR figures
metrics = {
    "clocking": {
        "cts_tree": "yes",
        "clock_latency_ns": 0.60,
        "cts-hold-fix-buffers": 0,
        "cts-root-buf": "clkbuf_16",
        "clock_path_buffers": 3,
        "numCtsBuffers": 51,
        "h-tree-depth": 2,
        "clk_pin_slew_ns": 0.06,
        "cts_setup_buffers": 0,
        "clock_sinks": 504,
        "ctsResizeCount": 0,
    },
    "floorplan": {
        "die-area_um2": 40660,
        "pin_count": 69,
        "fp_util": 0.5109,
        "rows": 72,
        "die_h_um": 201.6,
        "core_area_um2": 39010,
        "die_w_um": 201.6,
    },
    "timing": {
        "setup_viol": 0,
        "tightestPinTransition_ns": 0.8202,
        "fin_crit_sh": 0.8748,
        "holdWs_ns": 0.5106,
        "hold_viol": 0,
        "maxSlewViolCount": 0,
        "slew_headroom": 0.4526,
        "fin_crit_ns": 5.161,
        "fin_skew_ns": 0.02067,
        "setup-tns-final_ns": 0,
        "rsz0062_at_grt": "false",
        "max_freq_mhz": 193.8,
    },
    "logic_synthesis": {
        "simple_gate_area_frac": 0.04244,
        "top_area_frac": 0.7007,
        "synth-xor-area-share": 0.006655,
        "yosysWarnings": 2,
        "yosys_area_um2": 19930,
        "edf_count": 465,
        "ys_sh_mux": 0.04596,
        "top_area_cell": "edfxtp_1",
        "ys_cells": 1200,
        "synth-main-ff-cell": "edfxtp_1",
        "topCombFamilyByArea": "AND-OR/OR-AND gates",
        "most_common_cell": "edfxtp_1",
        "area_leaders": "edfxtp_1 (70%), dfrtp_1 (4.9%), mux2_4 (2.3%)",
        "syn_avg_cell_area_um2": 16.61,
        "syn-instance-count": 1200,
        "ys_types": 69,
        "synth_async_sr_flop_share": 0.07738,
        "synth_flops": 504,
        "ys_seq_frac": 0.7496,
        "top_cells_by_count": "edfxtp_1 (465), a22oi_1 (57), nor2_1 (54)",
        "ys_sh_aoi": 0.1252,
        "synth_adder_area_share": 0.005023,
        "synth_area_um2": 19930,
    },
    "global_route": {
        "grt_max_degree": 117,
        "antenna_found_initial": 1,
        "grt_pass1_vias": 11850,
        "track_usage": 0.2904,
        "grt_first_pass_wirelength_um": 76950,
        "grt_overflow": 0,
    },
    "setup_path": {
        "end_kind": "output port",
        "crit_arrival_ns": 3.98,
        "rr_startpoint": "tail[2]$_DFFE_PP0P_",
        "worstPathRequired_ns": 4.72,
        "critPathLaunchType": "register",
        "worst-path-max-fanout": 57,
        "worstSetupStartpoint": "tail[1]$_DFFE_PP0P_",
        "crit_type": "register to output port",
    },
    "worst_hold_path": {
        "hp-class": "register to register",
        "min_from": "data[0][29]$_DFFE_PP0P_",
    },
    "power": {
        "total_leakage_power_nw": 7.347,
        "vdd_drop_max_v": 0.0006500,
        "powerDensity_nw_per_um2": 518.7,
    },
    "routing": {
        "num_vias": 11510,
        "antenna_cells": 0,
        "ant_nets": 0,
        "routed_wl_um": 52130,
        "drt_iter0_markers": 777,
        "drc": 0,
        "vias_per_cell": 6.295,
        "wire_per_inst_um": 28.52,
        "drtPass1Iterations": 5,
    },
    "finish": {
        "areaGrowthSynthToFinish_pct": 14.58,
        "final_util": 0.5854,
        "drive_gt1_frac": 0.1458,
        "nFillCells": 2852,
    },
    "placed_design": {
        "dp_hpwl_um": 25620,
        "gp_congestion": 0.7988,
        "numPortBuffers": 67,
    },
    "run": {
        "cap_violations": 0,
        "warnings": 34,
    },
    "status": {
        "status": "finished, final reports clean",
    },
}
-- final cells by class --
cell class / instances / area, µm² / area share
inverters: 7 / 26.28 / 0.001151
multi-input cells: 595 / 4628 / 0.2027
repair buffers: 110 / 1006 / 0.04405
clock buffers: 74 / 1384 / 0.06060
flip-flops and latches: 504 / 14950 / 0.6546
well taps: 518 / 648.1 / 0.02838
clock inverters: 20 / 195.2 / 0.008548
-- flip-flops by register name (all words and copies together) (netlist names) --
signal  cells
data      496
tail        4
head        4
-- worst max-delay path, stage by stage (launching register included) --
cell	delay [ns]
dfrtp_1	0.52
inv_1	0.18
ha_4	0.58
buf_4	0.73
a222oi_1	0.16
mux4_2	0.49
o21ai_0	0.14
clkdlybuf4s50_1	0.52
-- stage by stage --
stage	cells	area, µm²	power, mW	worst slack, ns
final	1828	22830	11.85	0.7388
after global placement	1734	21260	8.838	1.356
after detailed placement	1734	21260	8.830	1.358
after floorplan	1200	19930	6.972	1.758
after CTS	1828	22830	11.92	0.7091
after global routing	1828	22830	12.41	0.5480
-- final timing paths --
path / slack [ns] / end / cells past startpoint
min: 0.51 / data[0][29]$_DFFE_PP0P_ / 1
max in group asynchronous: 3.84 / tail[3]$_DFFE_PP0P_ / 3
max: 0.74 / q[4] / 7
min reg2reg: 0.51 / data[0][29]$_DFFE_PP0P_ / 1
min in group asynchronous: 1.03 / data[0][1]$_DFFE_PP0P_ / 2
max reg2reg: 2.26 / data[5][19]$_DFFE_PP_ / 6
-- layout by cell type (no fill, tap or decap), types with 9 or more instances in the layout --
cell type / n
edfxtp_1: 465
clkdlybuf4s50_1: 67
a22oi_1: 57
clkbuf_16: 52
nor2_1: 45
nand2_1: 45
buf_4: 42
dfrtp_1: 37
nand3_1: 34
a21oi_1: 33
a31oi_1: 31
a222oi_1: 30
o21ai_0: 30
mux2_4: 30
mux2i_1: 24
a221oi_1: 22
clkbuf_1: 22
a22o_1: 16
mux2_2: 14
o22ai_1: 14
a32oi_1: 14
a311oi_1: 11
o211ai_1: 11
clkinv_2: 10
nand2b_1: 9
nor2_4: 9
-- where the power goes --
group          internal [mW]  leakage (nW)  switching (mW)
registers               4.22          4.65           0.258
logic                   1.85          1.92            2.45
clock network           1.76         0.771            1.30
-- layer usage --
layer / global-route usage / up-vias / wire [µm]
met4: 0.05655 / 2 / 1264
li1: - / 5062 / -
met1: 0.4269 / 5685 / 19370
met2: 0.4096 / 666 / 23940
met5: 0.004762 / - / 14
met3: 0.1801 / 92 / 7536
-- cell families (layout without fill, tap and decap cells) --
logic type / count (synthesis) / count (layout)
xor+xnor: 11 / 11
simple gates: 179 / 179
mux: 71 / 71
compound gates: 326 / 326
flops: 504 / 504
buf+inv: 101 / 211
fa+ha+maj: 8 / 8
No activity file was given, so power comes from the tool's default toggle rates.
