<file path="flow/design.v">
module fifo_2 #(
    parameter D_WIDTH = 31,
    parameter BUFF_WIDTH = 4
) (
    input clk,
    input reset,
    input push1, push2,
    input [D_WIDTH-1: 0] d1, d2,
    output [D_WIDTH-1: 0] q1, q2,
    output reg req
);
    reg [D_WIDTH-1: 0] data[(1 << BUFF_WIDTH) - 1: 0];
    reg [BUFF_WIDTH-1:0] head, tail;
    wire [BUFF_WIDTH-1:0] head_next, tail_next;
    assign head_next = head + 1'b1,
            tail_next = tail + 1'b1;
    wire [BUFF_WIDTH-1:0] distance;
    assign distance = head - tail;
    always @(posedge clk or posedge reset) begin
        if (reset) begin
            tail <= 0;
            head <= 0;
            data[0] <= 0;
            req <= 1'b0;
        end else begin
            if (distance >= 2) begin
                tail <= tail + 2'b10;
                q1 <= data[tail];
                q2 <= data[tail_next];
                req <= 1'b1;
            end else begin
                req <= 1'b0;
            end
            case ({push1, push2})
                2'b01: begin
                    data[head] <= d2;
                    head <= head_next;
                end 
                2'b10: begin
                    data[head] <= d1;
                    head <= head_next;
                end
                2'b11: begin
                    data[head] <= d1;
                    data[head_next] <= d2;
                    head <= head + 2'b10;
                end
                default: begin
                end 
            endcase
        end
    end
endmodule
</file>
<file path="flow/run.sh">
#!/bin/bash
# OpenROAD 26Q1-2900-gdf79404cd8, Yosys 0.63+post, stock flow scripts
make -C /OpenROAD-flow-scripts/flow DESIGN_CONFIG=/design/flow/config.mk WORK_HOME=/design/flow/orfs finish
</file>
<file path="flow/config.mk">
export PLATFORM = sky130hd
export DESIGN_NAME = fifo_2
export DESIGN_NICKNAME = fifo_2
export VERILOG_FILES = /design/flow/design.v
export SDC_FILE = /design/flow/constraint.sdc
export NUM_CORES = 4
export LEC_CHECK = 1
export CORE_UTILIZATION = 50
</file>
<file path="flow/constraint.sdc">
current_design fifo_2

set clk_period 16.1
set clk_io_pct 0.2

create_clock -name clk0 -period $clk_period [get_ports {clk}]

set non_clock_inputs [all_inputs -no_clocks]
set_input_delay [expr $clk_period * $clk_io_pct] -clock clk0 $non_clock_inputs
set_output_delay [expr $clk_period * $clk_io_pct] -clock clk0 [all_outputs]
</file>
==> Implementation_results.wiki <==
=== Synthesis and place and route ===
{| class="wikitable"
! Metric !! Value
|-
| Setup repair after global routing missed its margin || no
|-
| Total Negative Setup Slacks || 0 ps
|-
| Global-route wire length before repair || 183200 um
|-
| End-of-flow core utilization || 57.33%
|-
| Critical-path maximum fanout || 39
|-
| Chip Height || 257.8 um
|-
| Flip-flops with a built-in enable || 527
|-
| Synth Area per Inst || 11.72 um^2
|-
| Worst r2r path cells || 6
|-
| Critical path depth || 9
|-
| Yosys Instances || 2791
|-
| Die Width || 257.8 um
|-
| Final-report max-slew violation count || 0
|-
| Worst slew margin relative to its limit || 31.76%
|-
| CTS tree || done
|-
| Post-Place Cells || 3552
|-
| Number of unique standard cell types used by synthesis || 57
|-
| Type of the setup path with the least slack || in2reg
|-
| Post-CTS resize count || 0
|-
| Yosys warnings || 4
|-
| Flop and latch count out of synthesis || 566
|-
| Cell area after synthesis || 32710 um^2
|-
| Core Region || 64580 um^2
|-
| Max incr delay on CP || 570 ps
|-
| Post-route minimum period || 6113 ps
|-
| Sort of element at the start of the critical path || primary input
|-
| Most used cell along the critical path || sky130_fd_sc_hd__buf_4
|-
| Antenna Cells || 0
|-
| Total of endpoints with negative setup slack in the final report || 0
|-
| Clock slew at reported path FFs || 60 ps
|-
| Crit path arrival time || 6450 ps
|-
| Summed standard-cell area reported by yosys || 32710 um^2
|-
| Transition time at the pin with the least slew margin || 1020 ps
|-
| Share of the clock period used by the worst path || 37.97%
|-
| Placer Congestion || 0.9566
|-
| Ratio of cells with drive above 1 in the final layout || 15.01%
|-
| Die area || 66450 um^2
|-
| Critical path, cell by cell || clkdlybuf4s50_1 -> inv_1 -> ha_2 -> buf_4 -> or2_2 -> buf_4 -> o21ai_4 -> buf_4 -> o2bb2ai_1
|-
| Pin count of the biggest net entering global routing || 63
|-
| Vias per Instance || 7.058
|-
| Combined buffer and inverter count along the critical path || 5
|-
| Result of the run || completed
|-
| Area added between synthesis and finish || 13.19%
|-
| Worst VDD drop || 117.2 uV
|-
| Leading register cell type out of synthesis || sky130_fd_sc_hd__edfxtp_1
|-
| Post-CTS Setup Bufs || 0
|-
| Critical path endpoint category || flop
|-
| Clock insertion delay at the later pin of the skew report || 610 ps
|-
| DRC errors left || 0
|-
| Peak clock frequency supported by timing || 0.1636 GHz
|-
| Library cell used as clock root buffer || sky130_fd_sc_hd__clkbuf_16
|-
| Half-perimeter wire length after placement || 73500 um
|-
| Vias after detailed routing || 25920
|-
| Number of buffers inserted by hold repair at cts || 0
|-
| Number of global-route vias before repair || 26670
|-
| Number of OpenROAD warnings || 39
|-
| Io pins || 129
|-
| Total power density per cell area || 172.1 nW/um^2
|-
| Clock buffers created by TritonCTS || 67
|-
| Static Leakage || 0.01503 uW
|-
| Data required, critical path || 16430 ps
|-
| Family of cells with the greatest summed delay on the critical path || buffers and inverters
|-
| Slowest stage cell, crit path || sky130_fd_sc_hd__buf_4
|-
| Async set-or-reset flop fraction in the synthesized netlist || 6.890%
|-
| Max-capacitance violation count || 0
|-
| Final Hold Violation Tally || 0
|-
| Number of input and output port buffers inserted || 128
|-
| Wire length per cell after detailed routing || 34.55 um
|-
| Proportion of synthesized chip area in sequential cells || 51.37%
|-
| Worst Clk Skew || 21.69 ps
|-
| GRT Residual Overflow || 0
|-
| Clock sink count || 566
|-
| Cell depth of the worst hold path || 2
|-
| Antenna violation net count after detailed routing || 0
|-
| Number of antenna violations at the first check in global routing || 5
|-
| Total number of H-tree levels || 3
|-
| Post-synthesis cell count || 2791
|-
| Number of buffers between clock root and the deepest sink || 3
|-
| Violation count after the first detailed-routing iteration || 2431
|-
| Overall routing resource usage || 41.29%
|-
| Number of cells in the finished layout apart from fillers || 3673
|-
| WL final || 126900 um
|-
| TritonRoute pass-1 iters || 8
|-
| Row count || 93
|-
| Min-Delay Path Class || reg2reg
|-
| Core utilization at floorplan || 50.65%
|}
==> metrics by stage <==
stage	hold WS, ps	total power (uW)	cell area (um^2)	setup slack, ps
floorplan	519.1	3697	32710	9810
global placement	577.8	4775	34930	9548
detailed placement	587.6	4805	34930	9504
CTS	597.7	6287	37020	10140
global route	627.7	6582	37020	9873
finish	595.8	6372	37020	9987
==> sequential cells by signal (all words and copies together) (netlist names) <==
register / flops
req: 1
q2: 31
q1: 31
data: 496
tail: 3
head: 4
==> routing by layer <==
layer	up-vias	track usage [%]	part of all wire, %
li1	10850	-	-
met2	2156	52.75	40
met5	-	3.846	0.26
met4	15	14.89	4.6
met3	310	28.14	18
met1	12590	57.80	37
==> cell usage after synthesis (7+ instances only) <==
cell                        instances  area, um^2
sky130_fd_sc_hd__edfxtp_1         527       15830
sky130_fd_sc_hd__mux2i_1          467        4674
sky130_fd_sc_hd__nand2_1          342        1284
sky130_fd_sc_hd__o2bb2ai_1        248        2172
sky130_fd_sc_hd__o21ai_0          156       780.8
sky130_fd_sc_hd__buf_2            152       760.7
sky130_fd_sc_hd__clkbuf_1         142       533.0
sky130_fd_sc_hd__a222oi_1         110        1101
sky130_fd_sc_hd__mux2_2            94        1059
sky130_fd_sc_hd__o21ai_1           86       430.4
sky130_fd_sc_hd__nor2_1            61       229.0
sky130_fd_sc_hd__dfrtp_1           39       975.9
sky130_fd_sc_hd__a21oi_1           35       175.2
sky130_fd_sc_hd__or2_2             32       200.2
sky130_fd_sc_hd__a31oi_1           31       193.9
sky130_fd_sc_hd__a22oi_1           30       225.2
sky130_fd_sc_hd__o221ai_1          30       262.8
sky130_fd_sc_hd__a221o_1           23       230.2
sky130_fd_sc_hd__ha_1              20       250.2
sky130_fd_sc_hd__buf_1             16       60.06
sky130_fd_sc_hd__clkbuf_2          16       80.08
sky130_fd_sc_hd__a22o_1            14       122.6
sky130_fd_sc_hd__o2111ai_1         14       122.6
sky130_fd_sc_hd__o21a_1            14       105.1
sky130_fd_sc_hd__buf_4             13       97.59
sky130_fd_sc_hd__inv_1             11       41.29
sky130_fd_sc_hd__a41oi_1            8       70.07
sky130_fd_sc_hd__nand3_1            7       35.03
==> cell families (layout without fill, tap and decap cells) <==
kind of cell             count (synthesis)  after routing  synth area share (%)
adder cells (fa/ha/maj)                 21             21                0.8263
multiplexers                           561            561                 17.53
AND-OR/OR-AND                          814            814                 19.10
AND/OR/NAND/NOR                        467            467                 5.891
buffers and inverters                  356            383                 5.015
XOR/XNOR                                 6              6                0.2755
flip-flops                             566            566                 51.37
==> placed cells by master, fill, tap and decap left out, drive strengths merged, types with 20 or more instances in the layout <==
cell type	n
dfrtp	39
a221o	23
buf	123
mux2i	467
ha	20
mux2	94
a31oi	31
nor2	61
edfxtp	527
nand2	343
a222oi	110
clkdlybuf4s50	128
clkbuf	95
a21oi	36
o2bb2ai	248
o21ai	244
o221ai	30
clkinv	23
a22oi	30
or2	33
==> report_power, final <==
group / leakage, uW / internal [uW] / total [uW] / switching [uW]
clock: 0.00103 / 865 / 1490 / 621
combinational: 0.00853 / 979 / 2710 / 1730
sequential: 0.00548 / 2010 / 2170 / 162
total: 0.0150 / 3860 / 6370 / 2520
==> final cells by class <==
| cell class | count | area (um^2) |
|---|---|---|
| tap | 855 | 1070 |
| fill | 5124 | 27560 |
| clock inverter | 26 | 167.7 |
| multi-input combinational | 1869 | 14810 |
| sequential | 566 | 16800 |
| timing repair buffer | 251 | 2205 |
| inverter | 11 | 41.29 |
| clock buffer | 95 | 1929 |
==> final timing paths <==
| path | start | to | slack, ps |
|---|---|---|---|
| setup / recovery | push2 | data[15][3] | 9990 |
| hold / removal | data[0][21] | data[0][21] | 600 |
| setup reg to reg | head[0] | data[11][16] | 11610 |
| hold reg to reg | data[0][21] | data[0][21] | 600 |
| max in group asynchronous | reset | data[0][10] | 12160 |
| min in group asynchronous | reset | tail[3] | 3050 |
==> tightest hold or removal path, delay by kind of cell (launching register included) <==
family	cells	cell delay (ps)
flip-flops	1	400
AND/OR/NAND/NOR	1	110
AND-OR/OR-AND	1	50
Power figures rest on the tool's default switching activity, not on a simulated workload.
